==> /design/flow/design.v <==
module usb(
	input   wire         clk   ,  
	input   wire         reset ,  
	input   wire         rxf   ,  
	input   wire         txe   ,  
	output  reg          oe    ,  
	output  reg          rd    ,  
	output  reg          wr    ,  
	inout   wire [31:0]  data  ,  
	output  reg  [3:0]   be    ,  
	inout   wire [1:0]   gpio     
);
	reg [31:0] data_p;  
	wire to_rd;  
	assign to_rd = ~rxf & ~oe & ~rd;
	always @ (negedge clk or negedge reset)begin
		if(~reset) begin
			oe     <= 1'h1;
			rd     <= 1'h1;
			be     <= 4'h0;
			data_p <=  'h0;
		end
		else begin
			oe     <= rxf    ? 1'h1 : 1'h0;
			rd     <= rxf    ? 1'h1 : (oe ? 1'h1 : 1'h0);
			be     <= rxf    ? 4'hf : 4'h0;
			data_p <= to_rd  ? data : data_p;  
		end
	end
	always @ (negedge clk or negedge reset)begin
		if(~reset) begin
			wr <= 1'h1;
		end
		else begin
			wr <= txe ? 1'b1 : 1'h0;
		end
	end
	assign data = wr ? 32'hz : data_p + {8'h1, 8'h1, 8'h1, 8'h1};  
endmodule
==> /design/flow/run.sh <==
#!/bin/bash
# OpenROAD 26Q1-2900-gdf79404cd8, Yosys 0.63+post, stock flow scripts
make -C /OpenROAD-flow-scripts/flow DESIGN_CONFIG=/design/flow/config.mk WORK_HOME=/design/flow/orfs finish
==> /design/flow/config.mk <==
export PLATFORM = sky130hd
export DESIGN_NAME = usb
export DESIGN_NICKNAME = usb
export VERILOG_FILES = /design/flow/design.v
export SDC_FILE = /design/flow/constraint.sdc
export NUM_CORES = 4
export LEC_CHECK = 1
export CORE_AREA = 10 10 113 113
export DIE_AREA = 0 0 123 123
==> /design/flow/constraint.sdc <==
current_design usb

set clk_period 7.8
set clk_io_pct 0.2

create_clock -name clk0 -period $clk_period [get_ports {clk}]

set non_clock_inputs [all_inputs -no_clocks]
set_input_delay [expr $clk_period * $clk_io_pct] -clock clk0 $non_clock_inputs
set_output_delay [expr $clk_period * $clk_io_pct] -clock clk0 [all_outputs]
==> notes.md <==
State of the implementation.

- Counting the warning lines in the Yosys log gives 2.
- After technology mapping, the gate count stands at 220.
- 2 endpoints have no timing constraint.
- The deepest clock path buffer count is 2, for reference.
- The count of instances resized after the clock tree is built is 0, for reference.
- The H-tree was split into 2 levels.
- The number of hold buffers added after CTS was 0.
- The flow did not finish.
- The post-synthesis chip area from yosys is ~0.0022 sq mm, for reference.
- For reference, the top cells by area after synthesis are sky130_fd_sc_hd__dfrtn_1 38%, sky130_fd_sc_hd__xnor2_1 15%, sky130_fd_sc_hd__xor2_1 9.6%, sky130_fd_sc_hd__nor2_1 4.5%, sky130_fd_sc_hd__nand2_1 3.8%.
- The mapped netlist covers 0.00219 sq mm.
- The number of distinct library cells after synthesis is 38, for reference.
- The number of clock buffers inserted by TritonCTS is 5, for reference.
- The number of buffer cells added on primary ports is 10, for reference.
- The share of the core filled by cells before placement is a little over a fifth, for reference.
- The site row count is 37, for reference.
- The total number of clock tree sinks is 36, for reference.
- The sequential-to-total area share from yosys stat is 41.3%, for reference.
- Looking at area per cell type in the netlist, the leader is sky130_fd_sc_hd__dfrtn_1.
- According to the I/O placement log, the pin count is 45.
- The die extent in x is roughly 120 microns, for reference.
- The area share of the largest cell type after synthesis is 37.7%, for reference.
- The placer congestion estimate is just over 0.8, for reference.
- The cell count after placement is 354, for reference.
- Once the clock tree was built, the setup fixing pass inserted 0 buffers.
- According to the floorplan report, the die height is between 100 and 150 microns.
- The tool reported: "[error] [KeplerFormal.cpp:679] Workflow failed: Iso has multiple drivers: .data1, _330_.SUM0".
- The mean cell area of the mapped netlist is 9.96 sq um, for reference.
- The stopping stage is clock tree synthesis, for reference.
- The post-synth register bit count is 36.
- The post-DP HPWL is 3700 microns, for reference.
- The cell sitting at the root of the clock tree is a sky130_fd_sc_hd__clkbuf_8.
- The total cells reported by yosys after synthesis is 220, for reference.
cell families after synthesis:
logic type      after synthesis  synth area share [%]
xor+xnor                     61                  24.4
simple gates                 87                  22.2
compound gates               13                  6.17
flops                        36                  41.3
fa+ha+maj                     1                 0.571
buf+inv                      22                  5.43
per-stage QoR:
stage | power (mW) | hold WS [ns] | area, sq um | worst slack, ns
2_1_floorplan | 0.524 | 0.415 | 2190 | 0.743
3_3_place_gp | 0.598 | 0.429 | 2390 | 0.438
3_5_place_dp | 0.602 | 0.434 | 2390 | 0.375
synth_stat cells (all sizes together):
master / n
o21bai: 1
ha: 1
nand2b: 2
o2111a: 1
o31ai: 1
nand2: 22
o21ai: 3
nor2: 26
nor3: 7
dlygate4sd1: 1
a21oi: 2
o31a: 1
nand4: 9
o211ai: 1
buf: 12
or3: 1
clkbuf: 2
or2: 3
a21boi: 1
inv: 7
and2: 2
and3: 2
dfrtn: 33
a31oi: 2
nand3: 13
xor2: 24
dfstp: 3
xnor2: 37
Power figures rest on the tool's default switching activity, not on a simulated workload.
